==> /design/flow/design.v <==
module gpio #(
  parameter int unsigned GpioWidth = 32
) (
  input  logic                    clk_i,
  input  logic                    rst_ni,
  input  logic [GpioWidth-1:0]    cio_gpio_i,
  output logic [GpioWidth-1:0]    cio_gpio_o,
  output logic [GpioWidth-1:0]    cio_gpio_en_o,
  input  logic                    direct_out_we_i,
  input  logic [GpioWidth-1:0]    direct_out_data_i,
  input  logic                    direct_oe_we_i,
  input  logic [GpioWidth-1:0]    direct_oe_data_i,
  input  logic                    masked_out_upper_we_i,
  input  logic [15:0]             masked_out_upper_data_i,
  input  logic [15:0]             masked_out_upper_mask_i,
  input  logic                    masked_oe_upper_we_i,
  input  logic [15:0]             masked_oe_upper_data_i,
  input  logic [15:0]             masked_oe_upper_mask_i,
  input  logic                    masked_out_lower_we_i,
  input  logic [15:0]             masked_out_lower_data_i,
  input  logic [15:0]             masked_out_lower_mask_i,
  input  logic                    masked_oe_lower_we_i,
  input  logic [15:0]             masked_oe_lower_data_i,
  input  logic [15:0]             masked_oe_lower_mask_i,
  input  logic [GpioWidth-1:0]    intr_ctrl_en_rising_i,
  input  logic [GpioWidth-1:0]    intr_ctrl_en_falling_i,
  input  logic [GpioWidth-1:0]    intr_ctrl_en_lvlhigh_i,
  input  logic [GpioWidth-1:0]    intr_ctrl_en_lvllow_i,
  input  logic                    intr_state_we_i,
  input  logic [GpioWidth-1:0]    intr_state_data_i,
  output logic [GpioWidth-1:0]    intr_state_o,
  output logic [GpioWidth-1:0]    intr_o
);
  logic [GpioWidth-1:0] gpio_out_q, gpio_out_d;
  logic [GpioWidth-1:0] gpio_oe_q, gpio_oe_d;
  logic [GpioWidth-1:0] gpio_in_sync1_q, gpio_in_sync2_q;
  logic [GpioWidth-1:0] gpio_in_prev_q;
  logic [GpioWidth-1:0] intr_state_q, intr_state_d;
  logic [GpioWidth-1:0] rising_edge, falling_edge;
  always_ff @(posedge clk_i or negedge rst_ni) begin
    if (!rst_ni) begin
      gpio_in_sync1_q <= '0;
      gpio_in_sync2_q <= '0;
      gpio_in_prev_q  <= '0;
    end else begin
      gpio_in_sync1_q <= cio_gpio_i;
      gpio_in_sync2_q <= gpio_in_sync1_q;
      gpio_in_prev_q  <= gpio_in_sync2_q;
    end
  end
  assign rising_edge  = gpio_in_sync2_q & ~gpio_in_prev_q;
  assign falling_edge = ~gpio_in_sync2_q & gpio_in_prev_q;
  always_comb begin
    gpio_out_d = gpio_out_q;
    if (direct_out_we_i) begin
      gpio_out_d = direct_out_data_i;
    end else begin
      if (masked_out_upper_we_i) begin
        for (int i = 0; i < 16; i++) begin
          if (masked_out_upper_mask_i[i]) begin
            gpio_out_d[16+i] = masked_out_upper_data_i[i];
          end
        end
      end
      if (masked_out_lower_we_i) begin
        for (int i = 0; i < 16; i++) begin
          if (masked_out_lower_mask_i[i]) begin
            gpio_out_d[i] = masked_out_lower_data_i[i];
          end
        end
      end
    end
  end
  always_ff @(posedge clk_i or negedge rst_ni) begin
    if (!rst_ni) begin
      gpio_out_q <= '0;
    end else begin
      gpio_out_q <= gpio_out_d;
    end
  end
  assign cio_gpio_o = gpio_out_q;
  always_comb begin
    gpio_oe_d = gpio_oe_q;
    if (direct_oe_we_i) begin
      gpio_oe_d = direct_oe_data_i;
    end else begin
      if (masked_oe_upper_we_i) begin
        for (int i = 0; i < 16; i++) begin
          if (masked_oe_upper_mask_i[i]) begin
            gpio_oe_d[16+i] = masked_oe_upper_data_i[i];
          end
        end
      end
      if (masked_oe_lower_we_i) begin
        for (int i = 0; i < 16; i++) begin
          if (masked_oe_lower_mask_i[i]) begin
            gpio_oe_d[i] = masked_oe_lower_data_i[i];
          end
        end
      end
    end
  end
  always_ff @(posedge clk_i or negedge rst_ni) begin
    if (!rst_ni) begin
      gpio_oe_q <= '0;
    end else begin
      gpio_oe_q <= gpio_oe_d;
    end
  end
  assign cio_gpio_en_o = gpio_oe_q;
  logic [GpioWidth-1:0] intr_detect;
  always_comb begin
    for (int i = 0; i < GpioWidth; i++) begin
      intr_detect[i] = (intr_ctrl_en_rising_i[i]  & rising_edge[i]) |
                       (intr_ctrl_en_falling_i[i] & falling_edge[i]) |
                       (intr_ctrl_en_lvlhigh_i[i] & gpio_in_sync2_q[i]) |
                       (intr_ctrl_en_lvllow_i[i]  & ~gpio_in_sync2_q[i]);
    end
  end
  always_comb begin
    intr_state_d = intr_state_q;
    intr_state_d = intr_state_q | intr_detect;
    if (intr_state_we_i) begin
      intr_state_d = intr_state_d & ~intr_state_data_i;
    end
  end
  always_ff @(posedge clk_i or negedge rst_ni) begin
    if (!rst_ni) begin
      intr_state_q <= '0;
    end else begin
      intr_state_q <= intr_state_d;
    end
  end
  assign intr_state_o = intr_state_q;
  assign intr_o = intr_state_q;
endmodule
==> /design/flow/run.sh <==
#!/bin/bash
# OpenROAD 26Q1-2900-gdf79404cd8, Yosys 0.63+post, stock flow scripts
make -C /OpenROAD-flow-scripts/flow DESIGN_CONFIG=/design/flow/config.mk WORK_HOME=/design/flow/orfs finish
==> /design/flow/config.mk <==
export PLATFORM = sky130hd
export DESIGN_NAME = gpio
export DESIGN_NICKNAME = gpio
export VERILOG_FILES = /design/flow/design.v
export SDC_FILE = /design/flow/constraint.sdc
export NUM_CORES = 4
export LEC_CHECK = 1
export CORE_AREA = 10 10 281 281
export DIE_AREA = 0 0 291 291
export SYNTH_HDL_FRONTEND = slang
==> /design/flow/constraint.sdc <==
current_design gpio

set clk_period 1.8
set clk_io_pct 0.2

create_clock -name clk0 -period $clk_period [get_ports {clk_i}]

set non_clock_inputs [all_inputs -no_clocks]
set_input_delay [expr $clk_period * $clk_io_pct] -clock clk0 $non_clock_inputs
set_output_delay [expr $clk_period * $clk_io_pct] -clock clk0 [all_outputs]
==> impl_metrics.tcl <==
# flow metrics
set metrics [dict create \
    hold_path_startpoint "direct_out_we_i" \
    vias 6959 \
    grt_pass1_wl_um 50800 \
    h-tree-depth 4 \
    drc 0 \
    drtAntennaViolNets 0 \
    wl_um 34400 \
    io_pins 521 \
    max_stage_delay_ps 490 \
    edf_count 0 \
    syn_to_final_growth_pct 89.1 \
    slew_headroom_pct 76.4 \
    routed_via_density 3.24 \
    cts_buffers 17 \
    fmax_mhz 584 \
    setup_viol 0 \
    cts.path.max_buffers 2 \
    io_buffers 520 \
    hp-class "input port to register" \
    die_height_um 291 \
    drive_above_1_share_pct 5.72 \
    holdPathEnd "cio_gpio_o[18]" \
    holdWs_ps 290 \
    fin_crit_sh_pct 95.1 \
    cts-root-buf "clkbuf_16" \
    crit_path_start_kind "register" \
    yosysTopAreaCell "dfrtp_1" \
    core_area_um2 72800 \
    powerDensity_nw_per_um2 744 \
    ys_cells 665 \
    cts.sinks 192 \
    dp_hpwl_um 28100 \
    final.setup.tns_ps 0 \
    slowest_stage "clkdlybuf4s50_1" \
    yosys_area_um2 7710 \
    fin_skew_ps 8.02 \
    peakVddDrop_mv 0.433 \
    path_cells "clkdlybuf4s50_1" \
    first_pass_iters 6 \
    r2r_end "intr_o[5]" \
    worstSetupPathDepth 1 \
    top_cells_by_area "dfrtp_1 (62%), mux2i_1 (8.3%), nand2_1 (6.2%)" \
    drt_iter0_drc 137 \
    die-area_um2 84700 \
    cp_top_family "buffers and inverters" \
    p_leak_nw 6.09 \
    grt_remaining_overflow 0 \
    crit_buf_inv 1 \
    rows 99 \
    yosys_warnings 0 \
    synthArstFlopShare_pct 100 \
    worstPathMaxFanout 2 \
    maxCapViolCount 0 \
    synthCells 665 \
    routedWlPerCell_um 16.0 \
    clk_latency_ps 470 \
    ys_top_cells_by_count "dfrtp_1 (192), nand2_1 (127), mux2i_1 (64), o21ai_1 (40), buf_4 (34)" \
    top_area_share_pct 62.3 \
    grt_pass1_vias 7804 \
    syn_area_um2 7710 \
    ff_type "dfrtp_1" \
    drv_slew 0 \
    r2r_slack_ps 650 \
    cp.required_ps 1440 \
    synth_area_per_cell_um2 11.6 \
    initCoreUtil_pct 10.6 \
    warnings 25 \
    postSynthSeqShare_pct 62.3 \
    grtUsageTotal_pct 7.99 \
    path_clk_slew_ps 70 \
    r2r_start "gpio_in_prev_q[5]" \
    status "finished clean" \
    synth_flops 192 \
    hold_depth 3 \
    arrival_ps 1350 \
    cts_tree "built" \
    worst_pin_slew_ps 355 \
    die_width_um 291 \
    end_kind "output port" \
    worstSetupPathType "register to output port" \
    grt_setup_unrepaired "no" \
    top_cell "dfrtp_1" \
    min_period_ps 1710 \
    synth.distinct_cells 15 \
    rr_worst_depth 4 \
    gp_congestion 0.919 \
    grt_max_degree 65 \
    hold_viol 0 \
    antenna_found_initial 5 \
]
## stage by stage
| stage | cells | power [mW] | worst slack (ps) | utilization (%) | cell area [um2] |
|---|---|---|---|---|---|
| after floorplan | 665 | 5.37 | 785 | - | 7710 |
| after global placement | 2103 | 7.03 | 143 | 19.1 | 13900 |
| after detailed placement | 2103 | 7.04 | 204 | 19.1 | 13900 |
| after CTS | 2144 | 11.2 | 0.850 | 20.0 | 14500 |
| after global routing | 2147 | 11.5 | 0.811 | 20.0 | 14600 |
| final | 2148 | 10.8 | 89.0 | 20.0 | 14600 |
## routing by layer
layer  up-vias  track usage (%)  part of all wire [%]
met1      3246             9.33                    39
met5         -                0                  0.14
li1       3289                -                     -
met4         8             1.30                   2.0
met3        36             3.96                    12
met2       380             13.3                    47
## cell families (layout without fill, tap and decap cells)
| family | count (synthesis) | count (layout) | share of synthesized area [%] |
|---|---|---|---|
| multiplexers | 64 | 64 | 8.31 |
| AND/OR/NAND/NOR | 160 | 160 | 8.86 |
| other | 0 | 1 | 0 |
| flip-flops | 192 | 192 | 62.3 |
| buffers and inverters | 89 | 612 | 6.98 |
| AND-OR/OR-AND | 160 | 160 | 13.5 |
## worst max-delay path by stage
stage | from | to | slack (ps)
finish | cio_gpio_o[6] | cio_gpio_o[6] | 90
global route | intr_o[9] | intr_o[9] | 0.8
CTS | intr_o[30] | intr_o[30] | 0.9
## worst reg2reg max path, cell delays in order (launching register included)
cell and delay (ps):
dfrtp_1 430, nand2b_1 210, a31oi_1 180, buf_4 120
a2bb2oi_1 130
## repair_timing
item,in CTS,in global routing
hold buffers,2,0
endpoints found under the setup margin,35,12
gates cloned,0,0
endpoints found under the hold margin,35,0
gates resized,34,8
setup buffers,7,3
## cell usage in the layout, fill, tap and decap left out, types with 5 or more instances in the layout
master and n:
clkdlybuf4s50_1 479, dfrtp_1 187, nand2_1 127, mux2i_1 64, o21ai_1 40, inv_1 32, nand2b_1 32, a211oi_1 32
a31oi_1 32, a2bb2oi_1 32, dlygate4sd2_1 29, o21ai_0 24, buf_4 20, clkbuf_16 17, dlymetal6s2s_1 8, buf_12 7
dfrtp_2 5
## where the power goes
group	internal (mW)	switching [mW]
Sequential	4.63	0.208
Clock	2.04	1.90
Combinational	1.46	0.612
## flip-flops by register name, indices dropped and copies added, names as in the netlist
register,cells
intr_o,32
gpio_in_sync2_q,32
cio_gpio_en_o,32
gpio_in_prev_q,32
gpio_in_sync1_q,32
cio_gpio_o,32
## cell type report
type	instances	area [um2]
diodes	1	2.50
clock buffers	20	457
clock inverters	12	144
fillers	7836	58300
inverters	32	120
multi-input cells	384	2360
flip-flops and latches	192	4810
well taps	959	1200
repair buffers	548	5480
Power is estimated from default activity; no workload was simulated.
