===== flow/constraint.sdc =====
current_design opentitan_gpio

set clk_period 1.0
set clk_io_pct 0.2

create_clock -name clk0 -period $clk_period [get_ports {clk_i}]

set non_clock_inputs [all_inputs -no_clocks]
set_input_delay [expr $clk_period * $clk_io_pct] -clock clk0 $non_clock_inputs
set_output_delay [expr $clk_period * $clk_io_pct] -clock clk0 [all_outputs]

===== flow/run.sh =====
#!/bin/bash
# OpenROAD 26Q1-2900-gdf79404cd8, Yosys 0.63+post, stock flow scripts
make -C /OpenROAD-flow-scripts/flow DESIGN_CONFIG=/design/flow/config.mk WORK_HOME=/design/flow/orfs finish

===== flow/design.v =====
package gpio_pkg;
  parameter int NumIOs = 32;
endpackage
module opentitan_gpio 
  import gpio_pkg::*;
(
  input  logic             clk_i,
  input  logic             rst_ni,
  input  logic             reg_we,
  input  logic [31:0]      reg_addr,
  input  logic [31:0]      reg_wdata,
  output logic [31:0]      reg_rdata,
  input  logic [NumIOs-1:0] cio_gpio_i,
  output logic [NumIOs-1:0] cio_gpio_o,
  output logic [NumIOs-1:0] cio_gpio_en_o,
  output logic [NumIOs-1:0] intr_gpio_o
);
  logic [31:0] data_in_q;
  logic [31:0] direct_out_q;
  logic [31:0] cio_gpio_sync_1;
  logic [31:0] cio_gpio_sync_2;
  always_ff @(posedge clk_i or negedge rst_ni) begin
    if (!rst_ni) begin
        cio_gpio_sync_1 <= '0;
        cio_gpio_sync_2 <= '0;
    end else begin
        cio_gpio_sync_1 <= cio_gpio_i;
        cio_gpio_sync_2 <= cio_gpio_sync_1;
    end
  end
  logic [31:0] event_rise;
  logic [31:0] event_fall;
  always_ff @(posedge clk_i) begin
    data_in_q <= cio_gpio_sync_2;
  end
  assign event_rise = cio_gpio_sync_2 & ~data_in_q;
  assign event_fall = ~cio_gpio_sync_2 & data_in_q;
  always_ff @(posedge clk_i or negedge rst_ni) begin
    if (!rst_ni) begin
      direct_out_q <= '0;
    end else if (reg_we) begin
      case (reg_addr[7:0])
        8'h00: direct_out_q <= reg_wdata;  
        8'h04: direct_out_q[15:0] <= (direct_out_q[15:0] & ~reg_wdata[31:16]) | (reg_wdata[15:0] & reg_wdata[31:16]);
        8'h08: direct_out_q[31:16] <= (direct_out_q[31:16] & ~reg_wdata[31:16]) | (reg_wdata[15:0] & reg_wdata[31:16]);
      endcase
    end
  end
  assign cio_gpio_o = direct_out_q;
  assign cio_gpio_en_o = {32{1'b1}};  
  logic [31:0] intr_ctrl_en_rising  = 32'hFFFFFFFF;
  logic [31:0] intr_ctrl_en_falling = 32'hFFFFFFFF;
  always_ff @(posedge clk_i or negedge rst_ni) begin
    if (!rst_ni) 
      intr_gpio_o <= '0;
    else
      intr_gpio_o <= (event_rise & intr_ctrl_en_rising) | 
                     (event_fall & intr_ctrl_en_falling);
  end
endmodule

===== flow/config.mk =====
export PLATFORM = sky130hd
export DESIGN_NAME = opentitan_gpio
export DESIGN_NICKNAME = opentitan_gpio
export VERILOG_FILES = /design/flow/design.v
export SDC_FILE = /design/flow/constraint.sdc
export NUM_CORES = 4
export LEC_CHECK = 1
export CORE_UTILIZATION = 40
export SYNTH_HDL_FRONTEND = slang

==> node_exporter_impl.prom <==
# HELP chip_impl_metric Implementation results
# TYPE chip_impl_metric gauge
chip_impl_info{name="status",value="finished, violations left"} 1
chip_impl_info{name="failed_checks",value="negative setup slack"} 1
chip_impl_info{name="slowest_cell_on_the_critical_path",value="sky130_fd_sc_hd__or4_4"} 1
chip_impl_metric{name="combPwrFrac",unit=""} 0.083
chip_impl_metric{name="timing.final.setup_violations",unit=""} 96
chip_impl_metric{name="internal_power",unit="mW"} 11.3
chip_impl_metric{name="count_of_h_tree_levels_built_during_cts",unit=""} 4
chip_impl_metric{name="p_switching",unit="mW"} 3.17
chip_impl_metric{name="dp_cells",unit=""} 742
chip_impl_metric{name="layout_cell_share_with_drive_strength_beyond_1",unit=""} 0.372
chip_impl_metric{name="finalNonFillerCells",unit=""} 815
chip_impl_metric{name="switching_share",unit=""} 0.219
chip_impl_metric{name="powerDensity",unit="nW/um^2"} 1710
chip_impl_info{name="critical_path_class",value="in2reg"} 1
chip_impl_metric{name="critical_path.max_stage_delay",unit="ns"} 0.60
chip_impl_info{name="cts_root_buf",value="sky130_fd_sc_hd__clkbuf_16"} 1
chip_impl_metric{name="max_freq",unit="MHz"} 662
chip_impl_info{name="critical_path.endpoint_type",value="register"} 1
chip_impl_metric{name="detailedRoute.firstIterationViolations",unit=""} 203
chip_impl_metric{name="core_area",unit="um^2"} 13400
chip_impl_metric{name="die_x",unit="um"} 120
chip_impl_metric{name="timing.setup.tns",unit="ns"} -19.06
chip_impl_metric{name="cp.required",unit="ns"} 1.29
chip_impl_metric{name="log.warning_count",unit=""} 52
chip_impl_metric{name="boundary_pins",unit=""} 227
chip_impl_metric{name="die_area",unit="um^2"} 14400
chip_impl_metric{name="min_delay_path_depth",unit=""} 1
chip_impl_metric{name="yosys_cells",unit=""} 394
chip_impl_metric{name="place.gp.congestion",unit=""} 0.788
chip_impl_metric{name="timing_hold_violations_final",unit=""} 0
chip_impl_metric{name="timing.final.ws_setup",unit="ns"} -0.511
chip_impl_info{name="hold_path_startpoint",value="cio_gpio_i[9]"} 1
chip_impl_metric{name="synth_cell_type_count",unit=""} 25
chip_impl_metric{name="wire_length_of_the_first_global_routing_pass",unit="um"} 18500
chip_impl_metric{name="place_ws",unit="ns"} -1.33
chip_impl_metric{name="first_pass_iters",unit=""} 5
chip_impl_metric{name="top_area_frac",unit=""} 0.576
chip_impl_metric{name="timing_worst_slew_pin_value",unit="ns"} 0.659
chip_impl_metric{name="insertion_delay",unit="ns"} 0.41
chip_impl_metric{name="post_synthesis_sequential_area_ratio",unit=""} 0.691
chip_impl_metric{name="final_wirelength",unit="um"} 11400
chip_impl_metric{name="crit_path_max_fanout",unit=""} 5
chip_impl_metric{name="maximum_number_of_pins_on_one_net_before_global_route_repair",unit=""} 34
chip_impl_metric{name="drcViolationCount",unit=""} 0
chip_impl_metric{name="globalRouteOverflowTotal",unit=""} 0
chip_impl_metric{name="slew_viol_final",unit=""} 0
chip_impl_metric{name="groute.usage.overall",unit=""} 0.171
chip_impl_metric{name="post_syn_area",unit="um^2"} 5560
chip_impl_info{name="cp_cell_sequence",value="buf_6, or4_4, or3_4, buf_8, a222oi_1"} 1
chip_impl_metric{name="synth-area-yosys",unit="um^2"} 5560
chip_impl_metric{name="viasPerCell",unit=""} 4.46
chip_impl_info{name="hold_path_class",value="in2reg"} 1
chip_impl_metric{name="synth_flop_count",unit=""} 160
chip_impl_metric{name="layout_area_overhead",unit="%"} 52.6
chip_impl_info{name="worstHoldEndpoint",value="cio_gpio_sync_1[9]$_DFF_PN0_"} 1
chip_impl_metric{name="seq_power_share",unit=""} 0.481
chip_impl_metric{name="grt_pass1_vias",unit=""} 3595
chip_impl_metric{name="cts_made_buffers",unit=""} 17
chip_impl_metric{name="cts_num_sinks",unit=""} 160
chip_impl_metric{name="cts.clk_slew.worst_paths",unit="ns"} 0.06
chip_impl_metric{name="initial_core_util",unit=""} 0.415
chip_impl_metric{name="num_antenna_cells",unit=""} 0
chip_impl_info{name="synth_area_leader_cell",value="sky130_fd_sc_hd__dfrtp_1"} 1
chip_impl_metric{name="yosys_warnings",unit=""} 32
chip_impl_metric{name="slew-limit-headroom",unit=""} 0.560
chip_impl_metric{name="buffer_ports.inserted",unit=""} 138
chip_impl_metric{name="cp.arrival",unit="ns"} 1.80
chip_impl_metric{name="place_hpwl",unit="um"} 6960
chip_impl_info{name="timing.critical_path.from_type",value="input pin"} 1
chip_impl_metric{name="antenna_found_initial",unit=""} 0
chip_impl_info{name="tritoncts",value="yes"} 1
chip_impl_info{name="main_area_contributors",value="sky130_fd_sc_hd__dfrtp_1 58%, sky130_fd_sc_hd__dfxtp_1 12%, sky130_fd_sc_hd__buf_4 8.6%"} 1
chip_impl_metric{name="max-vdd-ir-drop",unit="uV"} 1230
chip_impl_metric{name="final_antenna_net_count",unit=""} 0
chip_impl_metric{name="dr_total_vias",unit=""} 3634
chip_impl_metric{name="reg2regPathDepth",unit=""} 4
chip_impl_metric{name="timing.max_cap.violations",unit=""} 0
chip_impl_metric{name="postSynthCellCount",unit=""} 394
chip_impl_metric{name="chipHeight",unit="um"} 120
chip_impl_metric{name="clock_buffer_depth",unit=""} 2
chip_impl_info{name="setup_repair_after_global_routing_missed_its_margin",value="true"} 1
chip_impl_metric{name="regToRegSetupSlack",unit="ns"} -0.21
chip_impl_metric{name="power_leakage",unit="nW"} 3.92
chip_impl_metric{name="power.clock.fraction",unit=""} 0.436
chip_impl_metric{name="totalPowerFinal",unit="mW"} 14.5
chip_impl_metric{name="post-route-min-period",unit="ns"} 1.51
chip_impl_metric{name="final_min_period_over_clock_period",unit=""} 1.51
chip_impl_metric{name="avgSynthCellArea",unit="um^2"} 14.1
chip_impl_metric{name="wire_per_inst",unit="um"} 14.0
chip_impl_metric{name="core_rows",unit=""} 42
chip_impl_metric{name="fin_worst_skew",unit="ns"} 0.00756
critical path, delay by kind of cell:
family / cells / cell delay (ns)
buf+inv: 2 / 0.24
simple gates: 2 / 1.01
compound gates: 1 / 0.35
stage by stage:
step / cell area (um^2) / hold slack [ns] / util
2_1_floorplan: 5930 / -0.0956 / -
6_report: 8480 / 0.217 / 0.633
3_5_place_dp: 7450 / 0.114 / 0.556
4_1_cts: 8310 / 0.200 / 0.620
3_3_place_gp: 7450 / 0.112 / 0.556
5_1_grt: 8480 / 0.186 / 0.633
worst max-delay path by stage:
stage | from | endpoint | slack (ns) | cells past startpoint
after CTS | reg_addr[4] | register | -0.51 | 6
after global routing | reg_addr[4] | register | -0.54 | 5
final | reg_addr[4] | register | -0.51 | 5
Yosys cell counts:
cell type,instances
sky130_fd_sc_hd__o21ai_0,1
sky130_fd_sc_hd__buf_6,2
sky130_fd_sc_hd__nor3_1,1
sky130_fd_sc_hd__xor2_1,32
sky130_fd_sc_hd__nor4b_2,1
sky130_fd_sc_hd__nand2_1,1
sky130_fd_sc_hd__o41ai_1,16
sky130_fd_sc_hd__inv_1,31
sky130_fd_sc_hd__mux2_1,3
sky130_fd_sc_hd__or4b_2,1
sky130_fd_sc_hd__buf_4,64
sky130_fd_sc_hd__clkbuf_1,12
sky130_fd_sc_hd__buf_2,3
sky130_fd_sc_hd__a2111oi_0,16
sky130_fd_sc_hd__mux2_2,13
sky130_fd_sc_hd__or3_1,1
sky130_fd_sc_hd__a222oi_1,15
sky130_fd_sc_hd__conb_1,2
sky130_fd_sc_hd__or4_4,1
sky130_fd_sc_hd__nor2_1,15
sky130_fd_sc_hd__dfxtp_1,32
sky130_fd_sc_hd__dfrtp_1,128
sky130_fd_sc_hd__or3b_2,1
sky130_fd_sc_hd__nand3b_1,1
sky130_fd_sc_hd__or3b_1,1
cells in the final DEF, fill, tap and decap left out, types with 3 or more instances in the layout:
cell and count:
sky130_fd_sc_hd__dfxtp_1 32, sky130_fd_sc_hd__clkbuf_16 17, sky130_fd_sc_hd__buf_2 69, sky130_fd_sc_hd__nor2_1 15, sky130_fd_sc_hd__xor2_1 32, sky130_fd_sc_hd__mux2_4 15
sky130_fd_sc_hd__a2111oi_4 16, sky130_fd_sc_hd__buf_4 63, sky130_fd_sc_hd__dfrtp_1 128, sky130_fd_sc_hd__clkinv_2 4, sky130_fd_sc_hd__buf_12 15, sky130_fd_sc_hd__inv_1 31
sky130_fd_sc_hd__o41ai_1 12, sky130_fd_sc_hd__clkdlybuf4s50_1 64, sky130_fd_sc_hd__conb_1 64, sky130_fd_sc_hd__a222oi_1 15, sky130_fd_sc_hd__buf_6 16, sky130_fd_sc_hd__o41ai_2 3
power by group through the flow:
stage | logic (mW) | registers [mW] | clock network, mW
CTS | 1.18 | 6.97 | 6.47
global route | 1.34 | 7.01 | 6.79
finish | 1.21 | 6.97 | 6.32
per-layer routing:
metal,up-vias,GRT usage,part of all wire
met5,-,0,0
met2,164,0.257,0.47
met1,1765,0.265,0.45
met3,11,0.0524,0.074
li1,1694,-,-
met4,0,0.0203,0.0096
cell type report:
class	instances	area [um^2]
tap	176	220
clock inverter	12	134
sequential	160	3840
fill	966	4920
inverter	31	116
clock buffer	20	447
timing repair buffer	231	2020
multi-input combinational	185	1700
what timing repair did:
item | in CTS | in global routing
setup buffers | 19 | 15
hold endpoints to repair | 128 | 0
setup endpoints to repair | 96 | 96
cloned | 4 | 0
hold buffers | 4 | 0
resized | 277 | 13
pin swaps | 29 | 14
logic make-up (layout without fill, tap and decap cells):
logic type / Yosys count / in the layout / share of synthesized area
AND/OR/NAND/NOR: 24 / 25 / 0.0239
flip-flops: 160 / 160 / 0.691
XOR/XNOR: 32 / 32 / 0.0504
AND-OR/OR-AND: 48 / 48 / 0.0783
other: 2 / 64 / 0.00135
buffers and inverters: 112 / 294 / 0.122
multiplexers: 16 / 16 / 0.0324
Power figures rest on the tool's default switching activity, not on a simulated workload.
